==> ./run.sh <==
#!/bin/bash
# OpenROAD 26Q1-2900-gdf79404cd8, Yosys 0.63+post, stock flow scripts
make -C /OpenROAD-flow-scripts/flow DESIGN_CONFIG=/design/flow/config.mk WORK_HOME=/design/flow/orfs finish
==> ./config.mk <==
export PLATFORM = sky130hd
export DESIGN_NAME = DPA_or_v
export DESIGN_NICKNAME = DPA_or_v
export VERILOG_FILES = /design/flow/design.v
export SDC_FILE = /design/flow/constraint.sdc
export NUM_CORES = 4
export LEC_CHECK = 1
export CORE_UTILIZATION = 30
export SYNTH_HDL_FRONTEND = slang
==> ./constraint.sdc <==
current_design DPA_or_v

set clk_period 1.0
set clk_io_pct 0.2

create_clock -name clk0 -period $clk_period [get_ports {clock}]

set non_clock_inputs [all_inputs -no_clocks]
set_input_delay [expr $clk_period * $clk_io_pct] -clock clk0 $non_clock_inputs
set_output_delay [expr $clk_period * $clk_io_pct] -clock clk0 [all_outputs]
==> ./design.v <==
module DPA_or_v #(parameter REGISTER_WIDTH = 32, NUMBER_OF_SHARES = 3) (
    input logic [NUMBER_OF_SHARES - 1 : 0] x [REGISTER_WIDTH - 1 : 0],
    input logic [NUMBER_OF_SHARES - 1 : 0] y [REGISTER_WIDTH - 1 : 0],
    input logic [((NUMBER_OF_SHARES - 1)*NUMBER_OF_SHARES/2) - 1 : 0] r [REGISTER_WIDTH],
    input logic clock,
    output logic [NUMBER_OF_SHARES - 1 : 0] s [REGISTER_WIDTH - 1 : 0]
);
logic [NUMBER_OF_SHARES - 1 : 0] x_inv [REGISTER_WIDTH - 1 : 0];
logic [NUMBER_OF_SHARES - 1 : 0] y_inv [REGISTER_WIDTH - 1 : 0];
logic [NUMBER_OF_SHARES - 1 : 0] res [REGISTER_WIDTH - 1 : 0];
generate
    for (genvar bit_index =0; bit_index < REGISTER_WIDTH; bit_index++) begin: bitwise_mul_block
        DPA_1bit_mul_v #(NUMBER_OF_SHARES) or_mul (
            .x(x_inv[bit_index]),
            .y(y_inv[bit_index]),
            .r(r[bit_index]),
            .clock(clock),
            .q(res[bit_index]));
    end
endgenerate
always_comb begin
    for (int bit_index =0; bit_index < REGISTER_WIDTH; bit_index++) begin: bitwise_inv_block
        for (int share_index =0; share_index < NUMBER_OF_SHARES; share_index++) begin
            if (share_index == 0) begin
                x_inv[bit_index][0] <= ~x[bit_index][0];
                y_inv[bit_index][0] <= ~y[bit_index][0];
                s[bit_index][0] <= ~res[bit_index][0];
            end
            else begin
                x_inv[bit_index][share_index] <= x[bit_index][share_index];
                y_inv[bit_index][share_index] <= y[bit_index][share_index];
                s[bit_index][share_index] <= res[bit_index][share_index];
            end
        end
    end
end
endmodule
module DPA_1bit_mul_v #(parameter NUMBER_OF_SHARES = 3) (
    input logic [NUMBER_OF_SHARES - 1 : 0] x,
    input logic [NUMBER_OF_SHARES - 1 : 0] y,
    input logic [(((NUMBER_OF_SHARES - 1)*NUMBER_OF_SHARES)/2) - 1 : 0] r,
    input logic clock,
    output logic [NUMBER_OF_SHARES - 1 : 0] q
);
logic [NUMBER_OF_SHARES - 1 : 0] resharing_xor[NUMBER_OF_SHARES - 1 : 0];
logic [NUMBER_OF_SHARES - 1 : 0] ff_for_resharing[NUMBER_OF_SHARES - 1 : 0];
always_comb begin : resharing_block
    int r_index;
    int low_index;
    int high_index;
    for (int x_share_number = 0; x_share_number < NUMBER_OF_SHARES; x_share_number++) begin: resharing_mat_block
        for (int y_share_number = 0; y_share_number < NUMBER_OF_SHARES; y_share_number++) begin
            if(x_share_number == y_share_number) begin
                resharing_xor[x_share_number][y_share_number] = x[x_share_number] & y[y_share_number];
            end
            else begin
                low_index = x_share_number < y_share_number ? x_share_number : y_share_number;
                high_index = x_share_number < y_share_number ? y_share_number : x_share_number;
                r_index = ((low_index * NUMBER_OF_SHARES) - ((low_index * (low_index + 1)) / 2)) + (high_index - (low_index + 1));
                resharing_xor[x_share_number][y_share_number] = r[r_index] ^ (x[x_share_number] & y[y_share_number]);
            end
        end
    end
end
always_ff @( posedge clock ) begin : resharing_bottom_block
    ff_for_resharing <= resharing_xor;
end
always_comb begin : integration_block
    for (int q_share_index = 0; q_share_index < NUMBER_OF_SHARES; q_share_index++) begin
        q[q_share_index] = ^ff_for_resharing[q_share_index];
    end
end
endmodule
==> run summary <==
The flow completed. Portion of synthesized cell area occupied by the leading cell type landed at 0.5393. In this run the core area contains 68 standard-cell rows. STA on the placed design reports a worst setup slack of -0.3710 ns.

The worst setup path is launched from a flip-flop. STA classifies the critical path endpoint as an output port. Per the placement report, the placed cell count is 1802. The most used flip-flop cell after synthesis is sky130_fd_sc_hd__dfxtp_1.

Chip area from the yosys synthesis statistics landed at 10690 sq um. Count of synthesis-stage warnings from yosys landed at 0. Growth of design area from synthesis to finish landed at 55.21%. Count of cell types in the netlist landed at 7. Required time reported for the critical path endpoint landed at 0.80 ns.

The checks that failed: negative setup slack. Critical path arrival landed at 1.29 ns. The tool flagged a number of max-cap violations equal to 0. The die covers 36390 sq um. Detailed routing inserted a total of 7187 vias. Non-filler instance count after layout landed at 1858. The core region is 34800 sq um. First-pass detailed-route iteration total landed at 4. IR analysis of the VDD net gives a maximum drop of 1.374 mV.

In the final layout, the share of cells above drive strength 1 is 0.2823. Synthesized area per cell landed at 11.14 sq um. Per the final report, max-transition violations number 0. Cell total in the yosys stat output landed at 960.

Number of flip-flops in the largest register landed at 288. Flip-flop and latch count after synthesis landed at 288. Number of buffers added by the clock tree synthesis step landed at 34. The worst setup path is of the flip-flop to output port kind. Transition time at the pin with the least slew margin landed at 0.1980 ns.

Number of buffers on the longest clock path landed at 3. Entering global routing, the biggest net connects 13 pins. Number of buffer cells added on primary ports landed at 384. Estimated wirelength of the detail-placed design landed at 19260 microns.

Final setup violation count landed at 96. Sorting the synthesis cell report by count puts at the top sky130_fd_sc_hd__xnor2_1. The global routing report lists combined usage of all routing layers as 0.1335. The H-tree was split into 2 levels. Post-cts hold buffer count landed at 0. The script parses the final routing iteration and logs DRC violations as 0. Post-synth tally of flip-flops with integrated enable landed at 0. Hold is met by 0.2416 ns.

After synthesis, the share of flip-flops with an asynchronous set or reset is 0. Looking at the clock tree report, the root buffer type is sky130_fd_sc_hd__clkbuf_16. According to the floorplan report, the die height is 190.8 microns. Count of inserted antenna diode cells landed at 0.

Fraction of the core area covered by cells at the end of the flow landed at 0.4768. Cell area after placement landed at 15130 sq um. Measured along the x axis, the die boundary spans 190.8 microns.

Mapped cell area landed at 10690 sq um. Instance tally after logic synthesis landed at 960. Initial cell density of the core landed at 0.3072. Of all cell types, the one taking the most synthesized area is sky130_fd_sc_hd__dfxtp_1. In this run the tools logged warnings totalling 27. TritonCTS built the clock tree.

The filler cells instantiated in the layout total 3116. Number of failing hold endpoints at the final stage landed at 0. Wire length after detailed routing landed at 24060 microns.

In the final layout, the registers with the most flip-flops are bitwise_mul_block.or_mul.ff_for_resharing x288. Met3 wire length landed at 2191 microns. The main area contributors are sky130_fd_sc_hd__dfxtp_1 54%, sky130_fd_sc_hd__xnor2_1 29%, sky130_fd_sc_hd__nand2b_1 7.5%. The initial antenna violation count is 2. Dividing the detail-routed wire length by the instance count gives 12.95 microns. Number of routed nets with antenna violations landed at 0. Post-route fraction of the period consumed by the critical path landed at 1.492. Setup repair after global routing could not meet its margin everywhere. The via count of the first global-routing pass came to 7391. Wire length on met2 landed at 11350 microns. Routability-driven placement finished with a final weighted congestion of 0.8343. Number of vias per cell landed at 3.868. The final timing report gives a worst setup slack of -0.4925 ns. The first global-routing pass estimated 37170 microns of wire. Total power for the finished layout comes to 30.68 mW. DRC violation total after the first TritonRoute iteration landed at 91. Recorded from the global router log, the overflow total was 0. Pin placement for this block handled 385 I/O pins.

Buffers inserted during post-CTS setup optimization landed at 0. Post-layout minimum cycle time landed at 1.492 ns. The register with the most flip-flops in the final layout is bitwise_mul_block.or_mul.ff_for_resharing. In the final timing run, aggregate negative setup slack is -41.65 ns.

Yosys reports that the most numerous cell types are 352 x sky130_fd_sc_hd__xnor2_1, 288 x sky130_fd_sc_hd__dfxtp_1, 128 x sky130_fd_sc_hd__nand2b_1. Worst hold path depth landed at 2. Tightest slew margin relative to the limit landed at 0.8671. The flow reported a cell area power density of 1849 nW/um^2. TritonCTS reports the number of clock sinks as 288.

Clock transition at the register clock pins on the worst setup and hold paths after CTS landed at 0.05 ns. Cell area after layout landed at 16590 sq um. Share of synthesized area occupied by flip-flops and latches landed at 0.5393.

The tightest min-delay check is of the input pin to flip-flop type. Per the detail_route log, the uppermost layer with routed signals is met5. Highest achievable clock rate landed at 670.0 MHz.

The run finished, with violations left. Met1 wire length landed at 9833 microns. Largest fanout of any net on the critical path landed at 1. Per the OpenROAD power report, leakage power amounts to 6.467 nW.
-- area by class of cell --
| class | count | area (sq um) | area share |
|---|---|---|---|
| repair buffers | 387 | 3386 | 0.2041 |
| well taps | 455 | 569.3 | 0.03431 |
| clock buffers | 51 | 1039 | 0.06259 |
| flip-flops and latches | 288 | 5973 | 0.3600 |
| clock inverters | 5 | 77.57 | 0.004675 |
| multi-input cells | 672 | 5548 | 0.3344 |
-- where the power goes --
part	internal [mW]	total (mW)	leakage (nW)	switching (mW)
sequential	12.7	13.3	2.44	0.599
clock	7.64	12.1	0.545	4.44
combinational	3.64	5.34	3.48	1.70
-- layer usage --
layer	vias up	GRT usage
met4	2	0.03292
met1	3147	0.1660
met2	230	0.2209
met3	52	0.04884
met5	-	0
li1	3756	-
-- worst max-delay path, cell delays in order (launching register included) --
cell	delay, ns
sky130_fd_sc_hd__dfxtp_1	0.30
sky130_fd_sc_hd__xor2_1	0.16
sky130_fd_sc_hd__xnor2_1	0.20
sky130_fd_sc_hd__buf_2	0.13
-- path summary, 6_finish.rpt --
kind                                                            startpoint                                                  endpoint  slack (ns)
setup / recovery  bitwise_mul_block[21].or_mul.ff_for_resharing[2]$_DFF_P_                                                     s[63]       -0.49
hold / removal                                                       x[75]  bitwise_mul_block[25].or_mul.ff_for_resharing[0]$_DFF_P_        0.24
-- logic make-up (layout without fill, tap and decap cells) --
logic type | Yosys count | count (layout) | share of synthesized area
DFF | 288 | 288 | 0.5393
buffers and inverters | 0 | 443 | 0
and+or+nand+nor | 288 | 288 | 0.1461
xor gates and xnor gates | 384 | 384 | 0.3146
-- layout by cell type, fill, tap and decap left out, types with 6 or more instances in the layout --
cell / netlist / final
sky130_fd_sc_hd__nand2_1: 64 / 64
sky130_fd_sc_hd__xnor2_1: 352 / 287
sky130_fd_sc_hd__clkdlybuf4s50_1: 0 / 288
sky130_fd_sc_hd__dfxtp_2: 0 / 166
sky130_fd_sc_hd__xor2_2: 0 / 18
sky130_fd_sc_hd__buf_2: 0 / 96
sky130_fd_sc_hd__dfxtp_1: 288 / 122
sky130_fd_sc_hd__clkbuf_1: 0 / 8
sky130_fd_sc_hd__and2_1: 64 / 64
sky130_fd_sc_hd__nor2_1: 32 / 32
sky130_fd_sc_hd__xor2_1: 32 / 14
sky130_fd_sc_hd__nand2b_1: 128 / 128
sky130_fd_sc_hd__clkbuf_8: 0 / 6
sky130_fd_sc_hd__clkbuf_16: 0 / 37
sky130_fd_sc_hd__xnor2_2: 0 / 65
-- timing repair --
action                     4_1_cts  5_1_grt
pin swaps                      183      133
gates resized                  483       85
setup endpoints to repair       96       96
Power is estimated from default activity; no workload was simulated.
